[/design/flow/config.mk]
export PLATFORM = sky130hd
export DESIGN_NAME = uart_tx
export DESIGN_NICKNAME = uart_tx
export VERILOG_FILES = /design/flow/design.v
export SDC_FILE = /design/flow/constraint.sdc
export NUM_CORES = 4
export LEC_CHECK = 1
export CORE_AREA = 10 10 91 91
export DIE_AREA = 0 0 101 101
[/design/flow/constraint.sdc]
current_design uart_tx

set clk_period 3.0
set clk_io_pct 0.2

create_clock -name clk0 -period $clk_period [get_ports {clk}]

set non_clock_inputs [all_inputs -no_clocks]
set_input_delay [expr $clk_period * $clk_io_pct] -clock clk0 $non_clock_inputs
set_output_delay [expr $clk_period * $clk_io_pct] -clock clk0 [all_outputs]
[/design/flow/design.v]
module uart_tx #(
    parameter DBIT = 8,  
    parameter SB_TICK = 16  
) (
    input logic clk,
    input logic rst_n,
    input logic tx_start,
    input logic s_tick,
    input logic [7:0] din,
    output logic tx_done_tick,
    output logic tx
);
typedef enum logic [1:0] {
    IDLE,
    START,
    DATA,
    STOP
} state_t;
state_t state, state_nxt;
logic [3:0] s, s_nxt;
logic [2:0] n, n_nxt;
logic [7:0] b, b_nxt;
always_ff @(posedge clk, negedge rst_n)
    if (!rst_n) begin
        state <= IDLE;
        s <= 0;
        n <= 0;
        b <= 0;
    end else begin
        state <= state_nxt;
        s <= s_nxt;
        n <= n_nxt;
        b <= b_nxt;
    end
always_comb begin
    state_nxt = state;
    s_nxt = s;
    n_nxt = n;
    b_nxt = b;
    case (state)
        IDLE: begin
            if (tx_start) begin
                state_nxt = START;
                s_nxt = 0;
                b_nxt = din;
            end
        end
        START: begin
            if (s_tick) begin
                if (s == 15) begin
                    state_nxt = DATA;
                    s_nxt = 0;
                    n_nxt = 0;
                end else begin
                    s_nxt = s + 1;
                end
            end
        end
        DATA: begin
            if (s_tick) begin
                if (s == 15) begin
                    s_nxt = 0;
                    b_nxt = b >> 1;
                    if (n == (DBIT - 1)) begin
                        state_nxt = STOP;
                    end else begin
                        n_nxt = n + 1;
                    end
                end else begin
                    s_nxt = s + 1;
                end
            end
        end
        STOP: begin
            if (s_tick) begin
                if (s == (SB_TICK - 1)) begin
                    state_nxt = IDLE;
                end else begin
                    s_nxt = s + 1;
                end
            end
        end
    endcase
end
always_comb begin
    tx_done_tick = 1'b0;
    case (state)
        IDLE: begin
            tx = 1'b1;
        end
        START: begin
            tx = 1'b0;
        end
        DATA: begin
            tx = b[0];
        end
        STOP: begin
            tx = 1'b1;
            if (s_tick) begin
                if (s == (SB_TICK - 1)) begin
                    tx_done_tick = 1'b1;
                end
            end
        end
    endcase
end
endmodule
[/design/flow/run.sh]
#!/bin/bash
# OpenROAD 26Q1-2900-gdf79404cd8, Yosys 0.63+post, stock flow scripts
make -C /OpenROAD-flow-scripts/flow DESIGN_CONFIG=/design/flow/config.mk WORK_HOME=/design/flow/orfs finish
==> results.py <==
# Flow results
metrics = {
    "run_status": {
        "status": "finished, final reports clean",
    },
    "setup_path": {
        "crit_path_cell_trace": "clkdlybuf4s50_1 > and4_4 > and2_1 > clkdlybuf4s50_1",
        "worstSetupStartpointType": "input pin",
        "crit_fanout": 6,
        "arrival_ns": 2.04,
        "rrSetupSlack_ns": 1.25,
        "path_buffers": 2,
        "worstSetupPathType": "in -> out",
        "required_ns": 2.40,
        "cp_top_family": "buffers and inverters",
        "slowest_stage": "clkdlybuf4s50_1",
        "path_common_cell": "clkdlybuf4s50_1",
        "crit_path_max_incr_delay_ns": 0.57,
        "cp-end-kind": "output port",
    },
    "floorplanning": {
        "fp.dieH_um": 101,
        "fp_util_pct": 15.84,
        "core_sq_um": 6350,
        "row_count": 29,
        "die_w_um": 101,
        "pin_count": 14,
        "die_area_sq_um": 10200,
    },
    "placement": {
        "dp.final_hpwl_mm": 1.621,
        "io_buffer_count": 13,
        "place.gp.congestion": 0.7662,
    },
    "logic_synthesis": {
        "synth_area_sq_um": 1006,
        "syn_inst": 104,
        "synth-area-yosys_sq_um": 1006,
        "ys_seq_share_pct": 47.39,
        "ys_cells": 104,
        "yosys_warnings": 1,
        "postSynthAreaPerCell_sq_um": 9.673,
        "yosysUniqueCellTypes": 31,
        "ys.flops": 19,
    },
    "route": {
        "post-route-drc-count": 0,
        "first_iter_violations": 75,
        "firstDrtPassIters": 4,
        "wl_per_cell_um": 11.96,
        "via_count": 820,
        "diodes": 0,
        "routed_wl_mm": 2.333,
        "ant_nets": 0,
        "viasPerCell": 4.205,
    },
    "clocking": {
        "cts_root_buf": "clkbuf_8",
        "cts_resized": 0,
        "cts.sinks": 19,
        "h-tree-depth": 1,
        "clk_pin_slew_ns": 0.08,
        "holdBufCountCts": 0,
        "post_cts_buffers": 0,
        "worstSkewPairLatency_ns": 0.26,
        "cts_tree": "done",
        "clock_path_buffers": 2,
        "cts_made_buffers": 3,
    },
    "flow_run": {
        "warnings": 25,
        "timing.max_cap.violations": 0,
    },
    "min_path": {
        "min_path_type": "reg -> reg",
    },
    "global_routing": {
        "overflow": 0,
        "track_usage_pct": 4.676,
        "grt_max_degree": 20,
        "antenna_found_initial": 0,
        "grt_pass1_wl_mm": 3.939,
        "grt_pass1_vias": 830,
    },
    "final_layout": {
        "drive_gt1_share_pct": 11.02,
        "area_growth_pct": 26.12,
        "fillers": 683,
    },
    "final_timing": {
        "finalHoldViolations": 0,
        "slew_violations": 0,
        "relSlewSlack_pct": 63.83,
        "skew_ns": 0.007478,
        "fmax_mhz": 378.4,
        "finalSetupViolCount": 0,
        "whs_ns": 0.5052,
        "fin_crit_sh_pct": 88.08,
        "fin_setup_tns_ns": 0,
        "post-route-min-period_ns": 2.642,
        "tightest_slew_ns": 0.5426,
        "rsz0062_at_grt": "false",
    },
    "pwr": {
        "ir_drop_mv": 0.2042,
        "finalPower_uw": 701.2,
        "p_per_area_nw_per_um2": 552.7,
        "p_leak_nw": 0.4757,
    },
}
[state kept, by name, summed over array words and instances (netlist names)]
name,cells
b,8
s,4
state,4
n,3
[logic make-up after synthesis]
family                   Yosys count  share of synthesized area (%)
AND/OR/NAND/NOR                   31                          17.91
AND-OR/OR-AND                     40                          26.24
buffers and inverters             11                          4.727
adder cells (fa/ha/maj)            3                          3.732
flip-flops                        19                          47.39
[metrics by stage]
stage | setup WS (ns) | util, % | cell area [sq um] | std cells
finish | 0.3575 | 19.98 | 1269 | 195
global route | 0.2619 | 19.98 | 1269 | 195
CTS | 0.3309 | 19.98 | 1269 | 195
detailed placement | 0.3402 | 19.25 | 1222 | 191
global placement | 0.3429 | 19.25 | 1222 | 191
floorplan | 1.434 | - | 1006 | 104
[worst reg2reg max path, stage by stage (launching register included)]
cell	delay [ns]
dfrtp_1	0.38
ha_1	0.25
and4_4	0.24
buf_4	0.19
nand2_4	0.09
or3_4	0.36
o221ai_2	0.18
[placed cells by master (no fill, tap or decap), drive strengths merged, types with 5 or more instances in the layout]
cell type      count
o22ai             14
a21oi             10
o21ai              5
nand2             10
clkdlybuf4s50     13
dfrtp             18
nand3              7
inv                6
[synth_stat cells]
cell	n	area [sq um]
dfrtp_1	18	450.4
o22ai_1	14	87.58
a21oi_1	10	50.05
nand2_1	9	33.78
nand3_1	7	35.03
inv_1	6	22.52
o21ai_0	5	25.02
ha_1	3	37.54
nand4_1	3	18.77
buf_2	2	10.01
clkbuf_1	2	7.510
nand2b_1	2	12.51
nor2_1	2	7.510
nor3_1	2	10.01
o211ai_1	2	15.01
o221ai_1	2	17.52
a211o_1	1	8.760
a211oi_2	1	12.51
a21o_1	1	7.510
a22o_1	1	8.760
a31oi_1	1	6.260
a32o_1	1	10.01
and2_1	1	6.260
and4_4	1	11.26
buf_4	1	7.510
dfstp_2	1	26.28
nand2_4	1	11.26
nor2b_1	1	6.260
nor3_4	1	16.27
o221ai_2	1	15.01
or3_4	1	11.26
[power breakdown]
| group | internal [mW] | switching, mW | total [mW] |
|---|---|---|---|
| clock network | 0.0924 | 0.0894 | 0.182 |
| logic | 0.0809 | 0.0722 | 0.153 |
| registers | 0.312 | 0.0548 | 0.366 |
| total | 0.485 | 0.216 | 0.701 |
[final cells by class]
type / count / area, sq um / share of cell area [%]
flip-flops and latches: 19 / 476.7 / 37.57
repair buffers: 15 / 145.1 / 11.44
inverters: 6 / 22.52 / 1.775
clock buffers: 3 / 41.29 / 3.254
multi-input cells: 74 / 481.7 / 37.97
well taps: 77 / 96.34 / 7.594
clock inverters: 1 / 5.005 / 0.3945
[path summary, 6_finish.rpt]
check / startpoint / end / cells past startpoint
min: b[7] / b[7] / 1
max: s_tick / tx_done_tick / 4
min in group asynchronous: rst_n / b[3] / 2
max reg2reg: s[0] / n[2] / 6
min reg2reg: b[7] / b[7] / 1
max in group asynchronous: rst_n / state[0] / 2
[metal layers]
layer	global-route usage [%]	wire length [um]	up-vias
li1	-	-	423
met1	5.930	1096	380
met2	7.273	1025	15
met3	2.218	187	2
met4	0.6431	23	0
met5	0	0	-
Power figures rest on the tool's default switching activity, not on a simulated workload.
