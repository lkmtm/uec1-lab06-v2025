$ cat ./config.mk
export PLATFORM = sky130hd
export DESIGN_NAME = debounce
export DESIGN_NICKNAME = debounce
export VERILOG_FILES = /design/flow/design.v
export SDC_FILE = /design/flow/constraint.sdc
export NUM_CORES = 4
export LEC_CHECK = 1
export CORE_AREA = 10 10 94 94
export DIE_AREA = 0 0 104 104
$ cat ./constraint.sdc
current_design debounce

set clk_period 3.3
set clk_io_pct 0.2

create_clock -name clk0 -period $clk_period [get_ports {clk}]

set non_clock_inputs [all_inputs -no_clocks]
set_input_delay [expr $clk_period * $clk_io_pct] -clock clk0 $non_clock_inputs
set_output_delay [expr $clk_period * $clk_io_pct] -clock clk0 [all_outputs]
$ cat ./design.v
module debounce #(
    parameter int N = 22
) (
    input logic clk,
    input logic rst_n,
    input logic sw,
    output logic db_level,
    output logic db_tick
);
typedef enum logic [1:0] {
    ZERO,
    WAIT0,
    ONE,
    WAIT1
} state_t;
logic [N-1:0] q, q_nxt;
state_t state, state_nxt;
always_ff @(posedge clk, negedge rst_n) begin
    if (!rst_n) begin
        state <= ZERO;
        q <= 0;
    end else begin
        state <= state_nxt;
        q <= q_nxt;
    end
end
always_comb begin
    state_nxt = state;
    q_nxt = q;
    case (state)
        ZERO: begin
            if (sw) begin
                state_nxt = WAIT1;
                q_nxt = {N{1'b1}};
            end
        end
        WAIT1: begin
            if (sw) begin
                q_nxt = q - 1;
                if (q == 0) begin
                    state_nxt = ONE;
                end
            end else begin
                state_nxt = ZERO;
            end
        end
        ONE: begin
            if (~sw) begin
                state_nxt = WAIT0;
                q_nxt = {N{1'b1}};
            end
        end
        WAIT0: begin
            if (~sw) begin
                q_nxt = q - 1;
                if (q == 0) begin
                    state_nxt = ZERO;
                end
            end else begin
                state_nxt = ONE;
            end
        end
        default: state_nxt = ZERO;
    endcase
end
always_comb begin
    db_level = 1'b0;
    db_tick = 1'b0;
    case (state)
        ZERO: ;
        WAIT1: begin
            db_tick = sw && (q == 0);
        end
        ONE: begin
            db_level = 1'b1;
        end
        WAIT0: begin
            db_level = 1'b1;
        end
    endcase
end
endmodule
$ cat ./run.sh
#!/bin/bash
# OpenROAD 26Q1-2900-gdf79404cd8, Yosys 0.63+post, stock flow scripts
make -C /OpenROAD-flow-scripts/flow DESIGN_CONFIG=/design/flow/config.mk WORK_HOME=/design/flow/orfs finish
==> results_slide.txt <==
Key Metrics from the Run

Clocking
  – Total CTS buffers: 3
  – Clk root buf: clkbuf_8
  – CTS H-tree lvls: 1
  – Clock Path Buffers: 2
  – Hold Buf Count CTS: 0
  – Clock tree sinks: 26
  – Worst-path clk slew: 90 ps
  – Insertion delay at the late pin of the worst-skew pair: 270 ps
  – TritonCTS clock tree: built

Power
  – Leak: 0.540 nW
  – Peak VDD IR: 0.000208 V
  – Pwr dens: 389 nW/um^2

Logic synthesis
  – Synth Instances: 143
  – Cell area after synthesis: 1420 sq um
  – Netlist cell types: 47
  – Yosys warning tally: 1
  – Leading area contributor after synthesis: dfrtp_1
  – Count of library flops with an enable pin: 0
  – Register share after synthesis: 46.0%
  – Syn_area_per_cell: 9.91 sq um
  – Synth Flop Type: dfrtp_1
  – Flops after synth: 26
  – Post-synth top area share: 44.1%
  – Ys cells: 143
  – Fraction of registers with async set/reset: 100%
  – Synth top area cells: dfrtp_1, o21ai_0, nand3_1
  – Synthesis area per yosys: 1420 sq um

Place
  – Global placement routability congestion: 0.834
  – Hpwl dp: 2070 um
  – Placement Setup Slack: 452 ps
  – Placed cell areas: 1600 sq um
  – IO buf count: 4

Floorplanning
  – I/O Pins: 5
  – Core Area: 6830 sq um
  – FP Core Util: 20.8%
  – Die height: 104 um
  – Die W: 104 um
  – Site Rows: 30
  – Die area: 10800 sq um

Route
  – Wire per inst: 11.4 um
  – Vias: 1118
  – Drt first pass iters: 4
  – Drt drc: 0
  – Final wirelength: 2820 um
  – Post-route ant nets: 0
  – Detailed-route vias per instance: 4.51
  – Drt first-iter violations: 56
  – Ant diodes: 0

Final layout
  – Synth-to-Final Area Change: 17.1%
  – Fin area: 1660 sq um
  – Logic cell area: 726 sq um
  – Reg area: 652 sq um
  – Share of cells above drive strength 1: 15.8%
  – Fillcell total: 748

Timing
  – Maximum clock frequency: 322 MHz
  – RSZ-0062 raised after global routing: false
  – Final Hold Fails: 0
  – Final setup margin: 197 ps
  – Clk_skew: 3.18 ps
  – Count of final max-slew check failures: 0
  – Minimum clock period: 3100 ps
  – Slew headroom: 55.3%
  – Setup-failing EPs final: 0
  – Total negative slack: 0 ps
  – Worst slew pin tran: 665 ps
  – Period utilization: 94.0%

Setup path
  – CP endpoint kind: output port
  – CP Data Arrival Time: 2440 ps
  – Max FO, Critical Path: 5
  – Required @ worst endpoint: 2640 ps
  – Worst Setup Start Kind: register
  – Critical path type: reg2out

GRT
  – Vias in the first global route: 1129
  – Total congestion overflow: 0
  – Global-route usage over all layers: 5.51%
  – Initial antenna violation count: 0
  – First-pass GRT wire length: 5240 um
  – Pin count of the biggest net entering global routing: 27

Status
  – Outcome: finished clean

Job
  – Tool warnings: 25
  – Max Cap Viol: 0

Worst hold path
  – Worst hold path type: reg2reg
path summary, 6_finish.rpt:
path / from / end / slack [ps] / cells after the start
max: q[17] / db_tick / 200 / 5
min: state[0] / state[0] / 550 / 2
max reg2reg: q[8] / state[1] / 1300 / 4
min reg2reg: state[0] / state[0] / 550 / 2
max in group asynchronous: rst_n / state[0] / 2250 / 2
min in group asynchronous: rst_n / state[1] / 750 / 2
report_power, final:
group / internal [mW] / leakage [nW] / total [mW] / switching (mW)
combinational: 0.0382 / 0.267 / 0.0987 / 0.0605
sequential: 0.330 / 0.245 / 0.342 / 0.0112
clock: 0.107 / 0.0288 / 0.206 / 0.0994
total: 0.475 / 0.540 / 0.646 / 0.171
layout make-up:
cell class	instances	share of cell area, %
well taps	96	7.23
clock buffers	4	3.32
flip-flops and latches	26	39.3
multi-input cells	106	43.7
inverters	6	1.36
repair buffers	10	5.12
flip-flops by register name, indices dropped and copies added, names as in the netlist:
register  count
state         4
q            22
cells in the final DEF (no fill, tap or decap), types with 3 or more instances in the layout:
cell,count
a31oi_1,3
o21ai_0,10
nand2_1,10
dfrtp_1,25
nand3_1,8
o31ai_1,3
xor2_1,4
nor4_1,6
buf_4,6
clkdlybuf4s50_1,4
nor2_1,7
inv_1,6
clkbuf_8,4
o211ai_1,5
nor3_1,8
cells in the mapped netlist, types with 2 or more instances:
cell       count
dfrtp_1       25
a21oi_1        2
o31ai_1        3
o22ai_1        2
nor3_1         8
xor2_1         4
o21ai_0       10
clkbuf_1       2
a31oi_1        3
o211ai_1       5
and4_1         2
or4_1          2
o2111ai_1      2
nand2_1       10
nor3b_1        3
or3_1          2
buf_2          3
inv_1          6
o32a_1         2
nand4_1        2
nor4_1         6
nor2_1         7
nand3_1        8
per-stage QoR:
| stage | total power [mW] | hold WS, ps | std cells | utilization, % |
|---|---|---|---|---|
| floorplan | 0.403 | 364 | 143 | - |
| global placement | 0.447 | 532 | 244 | 23.4 |
| detailed placement | 0.448 | 538 | 244 | 23.4 |
| CTS | 0.655 | 554 | 248 | 24.2 |
| global route | 0.684 | 572 | 248 | 24.3 |
| finish | 0.646 | 548 | 248 | 24.3 |
cell families after synthesis:
logic type	synth area share, %
XOR/XNOR	3.09
AND-OR/OR-AND	18.2
flip-flops	46.0
buffers and inverters	3.18
adder cells (fa/ha/maj)	0.882
AND/OR/NAND/NOR	28.7
layer usage:
layer / track usage (%) / part of all wire [%] / up-vias
met3: 1.57 / 3.4 / 0
li1: - / - / 571
met5: 0 / 0 / -
met2: 8.38 / 43 / 10
met1: 8.00 / 53 / 537
met4: 0.199 / 0 / 0
worst max-delay path, cell delays in order (launching register included):
cell             delay [ps]
dfrtp_1                 420
or4_4                   540
or3_4                   350
nor4_1                  150
and4bb_2                240
clkdlybuf4s50_1         460
what timing repair did:
| action | in CTS | in global routing |
|---|---|---|
| gates resized | 0 | 1 |
| setup endpoints to repair | 0 | 1 |
| setup buffers | 0 | 0 |
Power figures rest on the tool's default switching activity, not on a simulated workload.
