--- /design/flow/run.sh ---
#!/bin/bash
# OpenROAD 26Q1-2900-gdf79404cd8, Yosys 0.63+post, stock flow scripts
make -C /OpenROAD-flow-scripts/flow DESIGN_CONFIG=/design/flow/config.mk WORK_HOME=/design/flow/orfs finish
--- /design/flow/config.mk ---
export PLATFORM = sky130hd
export DESIGN_NAME = uart_rx
export DESIGN_NICKNAME = uart_rx
export VERILOG_FILES = /design/flow/design.v
export SDC_FILE = /design/flow/constraint.sdc
export NUM_CORES = 4
export LEC_CHECK = 1
export CORE_AREA = 10 10 104 104
export DIE_AREA = 0 0 114 114
--- /design/flow/constraint.sdc ---
current_design uart_rx

set clk_period 2.7
set clk_io_pct 0.2

create_clock -name clk0 -period $clk_period [get_ports {clk}]

set non_clock_inputs [all_inputs -no_clocks]
set_input_delay [expr $clk_period * $clk_io_pct] -clock clk0 $non_clock_inputs
set_output_delay [expr $clk_period * $clk_io_pct] -clock clk0 [all_outputs]
--- /design/flow/design.v ---
module uart_rx #(
    parameter DBIT = 8,  
    parameter SB_TICK = 16  
) (
    input logic clk,
    input logic rst_n,
    input logic rx,
    input logic s_tick,
    output logic rx_done_tick,
    output logic [7:0] dout
);
typedef enum logic [1:0] {
    IDLE,
    START,
    DATA,
    STOP
} state_t;
state_t state, state_nxt;
logic [3:0] s, s_nxt;
logic [2:0] n, n_nxt;
logic [7:0] b, b_nxt;
always_ff @(posedge clk, negedge rst_n) begin
    if (!rst_n) begin
        state <= IDLE;
        s <= 4'b0;
        n <= 3'b0;
        b <= 8'b0;
    end else begin
        state <= state_nxt;
        s <= s_nxt;
        n <= n_nxt;
        b <= b_nxt;
    end
end
always_comb begin
    state_nxt = state;
    s_nxt = s;
    n_nxt = n;
    b_nxt = b;
    case (state)
        IDLE: begin
            if (~rx) begin
                state_nxt = START;
                s_nxt = 0;
            end
        end
        START: begin
            if (s_tick) begin
                if (s == 7) begin
                    state_nxt = DATA;
                    s_nxt = 0;
                    n_nxt = 0;
                end else begin
                    s_nxt = s + 1;
                end
            end
        end
        DATA: begin
            if (s_tick) begin
                if (s == 15) begin
                    s_nxt = 0;
                    b_nxt = {rx, b[7:1]};
                    if (n == (DBIT - 1))
                        state_nxt = STOP;
                    else
                        n_nxt = n + 1;
                end else begin
                    s_nxt = s + 1;
                end
            end
        end
        STOP: begin
            if (s_tick) begin
                if (s == (SB_TICK - 1)) begin
                    state_nxt = IDLE;
                end else begin
                    s_nxt = s + 1;
                end
            end
        end
    endcase
end
always_comb begin
    rx_done_tick = 1'b0;
    dout = b;
    case (state)
        IDLE: ;
        START: ;
        DATA: ;
        STOP: begin
            rx_done_tick = (s_tick && (s == (SB_TICK - 1)));
        end
    endcase
end
endmodule
==> flow_metrics.tcl <==
# place-and-route summary
set metrics [dict create \
    status "finished clean" \
    leakage_nw 0.4673 \
    ys_seq_share_pct 50.00 \
    critPathRequiredTime_ps 2160 \
    ant_nets 0 \
    cap_violations 0 \
    whs_ps 510.7 \
    slew_viol_final 0 \
    synth.avg_cell_area_um2 10.48 \
    antenna_found_initial 0 \
    die_y_um 114 \
    fin_crit_ps 2384 \
    fp.dieW_um 114 \
    ys_warn_count 1 \
    slew_headroom_pct 65.98 \
    drive_gt1_share_pct 17.76 \
    drtPass1Iterations 4 \
    warnings 25 \
    cellPowerDensity_mw_per_mm2 810.8 \
    skew_ps 6.583 \
    grtUsageTotal_pct 3.359 \
    cts_tree "yes" \
    hold_path_class "reg -> reg" \
    syn_area_um2 953.4 \
    coreArea_mm2 0.008678 \
    finalHoldViolations 0 \
    grt_max_degree 20 \
    ys.flops 19 \
    post_cts_resized 0 \
    power.total_mw 1.025 \
    post-route-period-util_pct 88.30 \
    rr_endpoint "b[7]" \
    row_count 34 \
    crit_arrival_ps 1840 \
    layout_top_cell "dfrtp_1" \
    num_vias 748 \
    r2r_cells 4 \
    rsz0062_at_grt "no" \
    r2r_start "s[0]" \
    cp-start-kind "primary input" \
    ys_area_um2 953.4 \
    crit_end "rx_done_tick" \
    cp_max_fo 5 \
    nFillCells 978 \
    worstMarginPinSlew_ps 508.6 \
    fp_util_pct 10.99 \
    rrSetupSlack_ps 750 \
    path_buffers 2 \
    io_pins 13 \
    routed_wl_um 2102 \
    setup_viol 0 \
    peakVddDrop_mv 0.1499 \
    holdPathStages 1 \
    critPathTopFamily "buffers and inverters" \
    post_cts_buffers 0 \
    clkLatencyLatePin_ps 260 \
    crit_start "s_tick" \
    dpl.hpwl_um 1572 \
    layout_top_cells "dfrtp_1, nand2_1, o21ai_0" \
    cts.clk_slew.worst_paths_ps 80 \
    cp_num_cells 4 \
    cp-end-kind "output pin" \
    grt_pass1_wl_um 3657 \
    ctsHoldBuffers 0 \
    grt_overflow 0 \
    slowest_stage "clkdlybuf4s50_1" \
    fin_tns_setup_ps 0 \
    cts.path.max_buffers 2 \
    comb_area_um2 460.4 \
    max_freq_ghz 0.4194 \
    synthCells 91 \
    avgRoutedWirePerCell_um 9.777 \
    crit_path_cell_trace "clkdlybuf4s50_1 -> nand4_4 -> nor2_1 -> clkdlybuf4s50_1" \
    path_common_cell "clkdlybuf4s50_1" \
    h-tree-depth 1 \
    routabilityCongestion 0.7799 \
    die_area_mm2 0.01300 \
    grt_pass1_vias 745 \
    syn_to_final_growth_pct 32.55 \
    via_per_inst 3.479 \
    seq_area_um2 476.7 \
    fin_util_pct 14.56 \
    cts_made_buffers 3 \
    drc 0 \
    io_buffers 12 \
    initialDrtViolationCount 16 \
    diodes 0 \
    path_class "in -> out" \
    cts_root_buffer "clkbuf_8" \
    clock-sinks 19 \
    cpPeakStageDelay_ps 530 \
    synth_cell_types 25 \
    yosys_cells 91 \
]
[worst min-delay path by stage]
stage                 start   end  slack (ps)
final                  b[0]  b[0]         510
after global routing   b[0]  b[0]         550
after CTS              b[0]  b[0]         520
[per-stage QoR]
stage | instances | setup slack, ps | instance area, µm²
after floorplan | 91 | 998.8 | 953.4
after global placement | 211 | 292.8 | 1215
after detailed placement | 211 | 291.9 | 1215
after CTS | 215 | 287.7 | 1264
after global routing | 215 | 243.8 | 1264
final | 215 | 315.9 | 1264
[area by class of cell]
type / count / area share (%)
sequential: 19 / 37.72
multi-input combinational: 68 / 36.44
timing repair buffer: 14 / 10.69
tap: 108 / 10.69
clock buffer: 3 / 3.267
clock inverter: 1 / 0.5941
inverter: 2 / 0.5941
[cell usage after synthesis]
library cell   n  area share (%)
nand2b_1       1            0.66
nor2_1         4             1.6
nand3_1        6             3.1
nand2_1       15             5.9
a211oi_4       1             2.1
and3_2         1            0.79
ha_1           3             3.9
buf_1          1            0.39
o221ai_1       1            0.92
a21oi_1        3             1.6
a31oi_1        1            0.66
o211ai_1       2             1.6
nand4_4        1             2.2
o31ai_1        1            0.79
o311ai_1       3             2.8
mux2_2         8             9.4
dfstp_2        1             2.8
dfrtp_1       18              47
inv_1          2            0.79
buf_2          1            0.52
o21ai_0       13             6.8
mux2i_1        1             1.0
o221a_2        1             1.2
or2_1          1            0.66
nor3_1         1            0.52
[state kept, by name (all words and copies together) (netlist names)]
signal	count
s	4
state	4
n	3
b	8
[worst reg2reg max path, cell delays in order, from the launching register on]
cell and delay [ps]:
dfrtp_1 390, ha_1 330, nand4_4 180, a211oi_4 530, mux2_2 400
[metal layers]
layer | part of all wire, % | vias to the layer above | track usage, %
met5 | 0 | - | 0
met4 | 0.71 | 0 | 0.3342
met3 | 6.0 | 2 | 1.276
met2 | 47 | 15 | 5.315
met1 | 46 | 365 | 4.422
li1 | - | 366 | -
[cells by family after synthesis]
logic type	count (synthesis)	synth area share, %
flops	19	50.00
compound gates	26	18.37
simple gates	30	15.49
mux	9	10.50
fa+ha+maj	3	3.937
buf+inv	4	1.705
[power by group]
| group | leakage (nW) | switching, mW | internal [mW] |
|---|---|---|---|
| clock | 0.0217 | 0.104 | 0.104 |
| combinational | 0.220 | 0.101 | 0.213 |
| sequential | 0.226 | 0.110 | 0.392 |
| total | 0.467 | 0.315 | 0.709 |
Power is estimated from default activity; no workload was simulated.
